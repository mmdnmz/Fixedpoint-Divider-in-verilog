<file path="flow/run.sh">
#!/bin/bash
# OpenROAD 26Q1-2900-gdf79404cd8, Yosys 0.63+post, stock flow scripts
make -C /OpenROAD-flow-scripts/flow DESIGN_CONFIG=/design/flow/config.mk WORK_HOME=/design/flow/orfs finish
</file>
<file path="flow/constraint.sdc">
current_design Mux2to1_11bit

set clk_period 1.0
set clk_io_pct 0.2

create_clock -name clk0 -period $clk_period

set non_clock_inputs [all_inputs -no_clocks]
set_input_delay [expr $clk_period * $clk_io_pct] -clock clk0 $non_clock_inputs
set_output_delay [expr $clk_period * $clk_io_pct] -clock clk0 [all_outputs]
</file>
<file path="flow/config.mk">
export PLATFORM = sky130hd
export DESIGN_NAME = Mux2to1_11bit
export DESIGN_NICKNAME = Mux2to1_11bit
export VERILOG_FILES = /design/flow/design.v
export SDC_FILE = /design/flow/constraint.sdc
export NUM_CORES = 4
export LEC_CHECK = 1
export CORE_AREA = 10 10 70 70
export DIE_AREA = 0 0 80 80
</file>
<file path="flow/design.v">
module Mux2to1_11bit(slc, a, b, w);
    parameter N = 11;
    input slc;
    input [N-1:0] a, b;
    output [N-1:0] w;
    assign w = ~slc ? a : b;
endmodule
</file>
==> impl_metrics.env <==
# source this file to load flow results
export IMPL_final_util_pct=16.81
export IMPL_cp_cell_sequence="buf_8 > buf_8 > mux2_4 > buf_6"
export IMPL_internal_power_mw=0.1656
export IMPL_ant_nets=0
export IMPL_hold_viol=0
export IMPL_die_w_um=80
export IMPL_violations="negative setup slack"
export IMPL_antenna_cells=0
export IMPL_power_density_mw_per_mm2=374.6
export IMPL_tightestPinTransition_ps=85.30
export IMPL_grt_pass1_wl_mm=1.621
export IMPL_holdWs_ps=797.8
export IMPL_fp_util_pct=5.055
export IMPL_slew_violations=0
export IMPL_hold_start="a[2]"
export IMPL_ios=34
export IMPL_first_global_vias=285
export IMPL_crit_type="in2out"
export IMPL_flop_count=0
export IMPL_critPathArrivalTime_ps=850
export IMPL_fin_area_um2=574.3
export IMPL_synth_cell_types=3
export IMPL_wl_per_cell_um=11.56
export IMPL_antenna_found_initial=0
export IMPL_fin_crit_ps=1047
export IMPL_yosys_stat_seqShare_pct=0
export IMPL_viasPerCell=2.538
export IMPL_leakagePower_nw=0.2914
export IMPL_die_h_um=80
export IMPL_first_pass_iters=1
export IMPL_die_area_mm2=0.006400
export IMPL_crit_fanout=7
export IMPL_port_buffers=34
export IMPL_max_freq_ghz=0.9552
export IMPL_crit_required_ps=800
export IMPL_switchingPower_mw=0.04960
export IMPL_path_buffers=3
export IMPL_area_growth_pct=232.6
export IMPL_top_cells_by_count="mux2_4 (10), buf_6 (1), mux2_2 (1)"
export IMPL_rsz0062_at_grt="yes"
export IMPL_drt_iter0_drc=0
export IMPL_vdd_ir_drop_max_mv=0.1183
export IMPL_slew_headroom_pct=94.31
export IMPL_place_area_um2=574.3
export IMPL_rows=21
export IMPL_hold_end="w[2]"
export IMPL_status="finished, violations left"
export IMPL_crit_path_start_kind="input pin"
export IMPL_holdPathStages=3
export IMPL_cts_setup_buffers=0
export IMPL_synth_top_area_share_pct=86.96
export IMPL_p_comb_share_pct=100.0
export IMPL_warnings=34
export IMPL_synth_area_um2=172.7
export IMPL_clkPwrFrac_pct=0
export IMPL_syn_inst=12
export IMPL_drive_gt1_share_pct=53.19
export IMPL_drc_errors=0
export IMPL_holdCritPathClass="in2out"
export IMPL_wirelength_mm=1.075
export IMPL_place_ws_ps=-836.9
export IMPL_vias=236
export IMPL_yosysTopAreaCell="mux2_4"
export IMPL_maxCapViolCount=0
export IMPL_crit_family="buffers and inverters"
export IMPL_endpoint_kind="output port"
export IMPL_grtUsageTotal_pct=3.163
export IMPL_critical_path_max_stage_delay_ps=300
export IMPL_grt_start_max_net_pins=8
export IMPL_critPathSlowestCell="mux2_4"
export IMPL_pwr_share_seq_pct=0
export IMPL_yosysMostFrequentCell="mux2_4"
export IMPL_yosys_cells=12
export IMPL_grt_overflow_total=0
export IMPL_gp_congestion=0.6201
export IMPL_yosys_area_um2=172.7
export IMPL_cp_common_cell="buf_8"
export IMPL_netlist_top_cells_area="mux2_4 (87%), buf_6 (6.5%), mux2_2 (6.5%)"
export IMPL_power_mw=0.2152
export IMPL_setup_slack_ps=-46.89
export IMPL_register_area_um2=0
export IMPL_clock_buffer_count=0
export IMPL_switching_share_pct=23.05
export IMPL_ys_warn_count=0
export IMPL_setup_viol=11
export IMPL_core_mm2=0.003416
export IMPL_syn_avg_cell_area_um2=14.39
export IMPL_post_route_period_util_pct=104.7
[layout make-up]
class,instances,area (um^2)
Fill cell,394,2841
Tap cell,46,57.56
Multi-Input combinational cell,11,165.2
Timing Repair Buffer,36,351.6
[placed cells by master, fill, tap and decap left out]
cell type / Yosys / final
mux2_4: 10 / 11
dlygate4sd2_1: 0 / 22
buf_6: 1 / 11
buf_8: 0 / 2
buf_2: 0 / 1
[power groups by stage]
stage / logic [mW] / registers [mW] / clock network (mW)
after CTS: 0.217 / 0 / 0
after global routing: 0.234 / 0 / 0
final: 0.215 / 0 / 0
[routing by layer]
metal / up-vias / share of wire, % / GRT usage [%]
met3: 0 / 11 / 1.591
met4: 0 / 0 / 0
met1: 102 / 41 / 3.823
met2: 18 / 48 / 5.217
met5: - / 0 / 0
li1: 116 / - / -
[kinds of logic after synthesis]
logic type,share of synthesized area [%]
buf+inv,6.521
mux,93.48
[metrics by stage]
stage                     cells  TNS, ps
after floorplan              12        0
after global placement       93    -8738
after detailed placement     93    -8793
after CTS                    93   -458.2
after global routing         93   -591.7
final                        93   -400.5
[how the worst max path moves through the flow]
stage,slack [ps],cells after the start,start,to
after CTS,-60,4,slc,w[5]
after global routing,-70,4,slc,w[4]
final,-50,4,slc,w[5]
[repair_timing]
item	in CTS	in global routing
pin swaps	0	0
setup endpoints to repair	11	11
resized	76	2
hold buffers	0	0
