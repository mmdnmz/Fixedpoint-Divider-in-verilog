==> flow/config.mk <==
export PLATFORM = sky130hd
export DESIGN_NAME = controller
export DESIGN_NICKNAME = controller
export VERILOG_FILES = /design/flow/design.v
export SDC_FILE = /design/flow/constraint.sdc
export NUM_CORES = 4
export LEC_CHECK = 1
export CORE_AREA = 10 10 70 70
export DIE_AREA = 0 0 80 80
==> flow/constraint.sdc <==
current_design controller

set clk_period 2.5
set clk_io_pct 0.2

create_clock -name clk0 -period $clk_period [get_ports {clk}]

set non_clock_inputs [all_inputs -no_clocks]
set_input_delay [expr $clk_period * $clk_io_pct] -clock clk0 $non_clock_inputs
set_output_delay [expr $clk_period * $clk_io_pct] -clock clk0 [all_outputs]
==> flow/design.v <==
module controller(start, clk, sclr, dvz, ge, flagout,
                 eq14, eq9, ldQ, ldQnext, ldACC, ldACCnext,
                 sel1, sel2, sel4, sel5, valid, busy, ldA,
                 ldB, sclrA, sclrB, rstc, cen, ovf, sel3);
    input start, clk, sclr, dvz, ge, flagout, eq14, eq9;
    output reg ldQ, ldQnext, ldACC, ldACCnext, sel1, sel2, sel4, valid, busy, ldA, ldB, sclrA, sclrB, rstc, cen, ovf, sel5;
    output reg [1:0] sel3;
    reg [3:0] pstate;
    reg [3:0] nstate = 4'b0000;
    always @(*) begin
        case (pstate)
            4'b0000       : nstate   <= (start == 1'b1)      ? 4'b0001     : 4'b0000;
            4'b0001   : nstate   <= (start == 1'b0)      ? 4'b0010      : 4'b0001;
            4'b0010    : nstate   <= (dvz == 1'b1)        ? 4'b0000         : 4'b0011;
            4'b0011    : nstate   <= (ge == 1'b1)         ? 4'b0100      : 4'b0110;
            4'b0111  : nstate   <= (flagout == 1'b1)    ? 4'b1000       : 4'b1001;
            4'b1001    : nstate   <= (eq14 == 1'b1)       ? 4'b1011         : 4'b1101;
            4'b1101      : nstate   <= (ge == 1'b1)         ? 4'b0100      : 4'b0110;
            4'b0100 : nstate <= 4'b0101;
            4'b0101: nstate <= 4'b0111;
            4'b0110 : nstate <= 4'b0111;
            4'b1000 : nstate <= 4'b0000;
            4'b1011 : nstate <= 4'b0000;
        endcase
    end
    always @(pstate) begin
        {valid, busy, sclrA, sclrB, ldA, ldB, 
                rstc, sel4, sel1, sel2, sel3, ovf, ldACCnext, ldACC, ldQnext, ldQ} <= 17'b0;
        case (pstate)
            4'b0000 : begin
                valid     <= 1'b0;
                busy      <= 1'b0;
            end
            4'b0001: begin
                ldA     <= 1'b1;
                ldB     <= 1'b1;
            end
            4'b0010: begin 
                rstc    <= 1'b1;
                sel5    <= 1'b0;
            end
            4'b0011: begin 
                busy      <= 1'b1;
                sel1      <= 1'b0;
                sel4      <= 1'b1;
                cen       <= 1'b1;
                ldQ       <= 1'b1;
                ldACC     <= 1'b1;
            end
            4'b1101: begin 
                busy      <= 1'b1;
            end
            4'b0100: begin
                sel3      <= 2'b00;
                busy      <= 1'b1;
                ldACCnext <= 1'b1;
                ldQnext   <= 1'b1;
            end
            4'b0101: begin
                sel3      <= 2'b01;
                sel2      <= 1'b1;
                ldACCnext <= 1'b1;
                ldQnext   <= 1'b1;
                busy      <= 1'b1;
            end
            4'b0110: begin
                sel3      <= 2'b10;
                sel2      <= 1'b0;
                ldACCnext <= 1'b1;
                ldQnext   <= 1'b1;
                busy      <= 1'b1;
            end
            4'b0111: begin
                busy      <= 1'b1;
            end
            4'b1000: begin
                ovf       <= 1'b1;
                busy      <= 1'b1;
                valid     <= 1'b1;
            end
            4'b1001: begin
                sel4      <= 1'b0;
                sel1      <= 1'b1;
                ldACC     <= 1'b1;
                ldQ       <= 1'b1;
            end
            4'b1011: begin
                valid     <= 1'b1;
                busy      <= 1'b1;
            end
        endcase
    end
        always @(posedge clk) begin
        if (sclr)
            pstate <= 4'b0000;
        else
            pstate <= nstate;
    end
endmodule
==> flow/run.sh <==
#!/bin/bash
# OpenROAD 26Q1-2900-gdf79404cd8, Yosys 0.63+post, stock flow scripts
make -C /OpenROAD-flow-scripts/flow DESIGN_CONFIG=/design/flow/config.mk WORK_HOME=/design/flow/orfs finish
==> summary.txt <==
State of the implementation.

- The number of warnings in the stage logs is 26, for reference.
- According to the report, the first pass of detailed routing completed in 6 iterations.
- The area growth from synthesis to layout is 37.00%, for reference.
- The max-slew violation count is 0, for reference.
- The initial cell density of the core is 16.63%, for reference.
- Per the detail_route report, inserted antenna diodes total 0.
- The start-to-end type of the worst setup path is register to output pin, for reference.
- The post-synthesis chip area from yosys is 568.0 sq um, for reference.
- The power report shows net switching accounting for between 20% and 30% of the total.
- In this run, post-CTS repair resized a total of 0 instances.
- The part of the total power dissipated in the clock network is 47.5%, for reference.
- The top cell types in the final layout, fill and taps aside, are clkdlybuf4s50_1, nand2b_1, nand2_1, a21oi_1, nor2_1.
- The floorplan report gives the top-level pin count as 27.
- The type of the tightest min-delay check is input pin to register, for reference.
- Summed over all routing layers, the global router reports a total usage of 4.299%.
- The completed layout was analyzed and its total power is between 150 and 200 uW.
- The most frequent logic cell in the layout is clkdlybuf4s50_1, for reference.
- The largest vdd supply drop is slightly above 0.00009 V, for reference.
- The flow ran to the end, and the final reports show no timing, DRC or antenna violations.
- The startpoint of the lowest-slack hold path is sclr, for reference.
- The count of input and output buffers is 21, for reference.
- The overall die size recorded for this design is about 0.0064 sq mm.
- The report lists the number of standard-cell rows as 21.
- The post-route minimum period is approximately 2.4 ns, for reference.
- Entering global routing, the biggest net connects 19 pins.
- The worst slack on hold paths is just under 0.9 ns, for reference.
- The count of different cell masters after synthesis is 29, for reference.
- Per the repair_timing log after CTS, setup buffers inserted total 0.
- The dominant synthesized flop cell is dlxtn_1, for reference.
- The biggest fanout along the worst timing path is 14, for reference.
- The placed instance count is 137, for reference.
- The multi-input combinational cells in the finished layout cover a total of 341.6 sq um.
- The worst hold path terminates at pstate[0]$_SDFF_PP0_.
- The wire length of the first global-routing pass is roughly 2300 microns, for reference.
- The kind of end point of the critical path is an output pin, for reference.
- The worst path meets setup with 0.1405 ns of slack.
- The cell area after synthesis is about 570 sq um, for reference.
- CTS built an H-tree with a depth of 1.
- The storage element area is approximately 140 sq um, for reference.
- The layer with the highest usage is met2, for reference.
- The setup violation total in the final timing report is 0, for reference.
- The final number of hold-violating endpoints is 0, for reference.
- The CTS tree is done, for reference.
- The synthesis report lists the Yosys warning total as 1.
- The finished layout holds between 100 and 150 standard cells, fillers aside.
- The final layout reports a setup TNS of 0 ns.
- The report gives the cell count of the worst hold path as 2.
- The post-synth count of flops with an enable pin is 0.
- In the power breakdown, the internal column shows between 100 and 150 uW.
- The routed design has 1496 microns of wire.
- Setup repair after global routing left no endpoint under its margin.
- Counting the fill cells in the layout gives around 380.
- The count of maximum capacitance violations is 0, for reference.
- The floorplan die width is roughly 80 microns, for reference.
- The average via count per standard cell is ~3.9, for reference.
- The die height is 80 microns, for reference.
- The count of hold buffers inserted by post-cts repair is 0, for reference.
- Per the detail_route report, the via count comes to approximately 550.
- The global routing report lists met1 layer usage as approximately 5%.
- Global routing finished with a remaining overflow of 0.
- The power report puts the leakage power at 0.2819 nW.
- The worst setup path startpoint is pstate[1]$_SDFF_PP0_, for reference.
- The initial antenna violation count was 0.
- The synthesized netlist was found by Yosys to have roughly 81 cells.
- The post-detailed-placement half-perimeter wirelength is around 1200 microns, for reference.
- Per the CTS log, the root buffer master is clkbuf_4.
- In this run, the number of DRC markers left after iteration 0 of detailed routing was between 40 and 50.
- The met3 global-route usage is under 10%, for reference.
- The routed wirelength normalized by instance count is 10.69 microns, for reference.
- The timer found 4 register pins that no clock reaches; their paths are not timed.
- The instance tally after logic synthesis is about 81, for reference.
- The buffer depth of the longest clock path is 2, for reference.
- The OpenROAD report gives the critical path a required time of 2.00 ns.
- Once synthesis finished, the tally of register bits stood at 8.
- The arrival time reported for the critical path endpoint is about 1.9 ns, for reference.
- Per the post-place timing report, worst setup slack is about 0.35 ns.
- The share of post-route cells with drive strength above 1 is under 10%, for reference.
- After synthesis, the mean cell area works out to ~7 sq um.
- The post-route antenna net violation count is 0, for reference.
- The weighted congestion at the end of routability-driven global placement is 0.7351, for reference.
- The via count of the first global-routing pass was 519.
- In this run, flip-flops and latches consume 39.1% of the power.
- TritonCTS created 3 clock buffers.
- Per the timing report, the achievable frequency comes out to roughly 0.42 GHz.
- The count of endpoints without a timing constraint is 4, for reference.
- The timing report gives the clock slew at the launch and capture registers of the worst setup and hold paths as roughly 0.04 ns.
- After layout, the worst path uses about 94% of the clock period.
- The net switching power is roughly 38 uW, for reference.
- For this design the ratio of total power to cell area is 222.3 mW/mm^2.
- The final routed DRC violation total is 0, for reference.
- The kind of start point of the critical path is a register, for reference.
- The core region is ~0.0034 sq mm.
- The flow reports that combinational logic draws 13.4% of the design power.
- The met2 capacity usage during global routing is under 10%, for reference.
- Per the synth stats, the proportion of register bits with asynchronous set or reset is 0%.
==> logic make-up after synthesis <==
kind of cell | after synthesis | share of synthesized area, %
other | 2 | 1.322
buffers and inverters | 14 | 16.52
latches | 4 | 10.57
AND-OR/OR-AND | 20 | 22.03
AND/OR/NAND/NOR | 37 | 35.46
flip-flops | 4 | 14.10
==> metrics by stage <==
stage          cell area (sq um)  util, %
2_1_floorplan              575.6        -
3_3_place_gp               753.2    22.05
3_5_place_dp               753.2    22.05
4_1_cts                    775.7    22.71
5_1_grt                    778.2    22.78
6_report                   778.2    22.78
==> routing by layer <==
layer,vias to the layer above,part of all wire (%)
li1,286,-
met1,237,41
met2,24,43
met3,5,13
met4,0,2.8
met5,-,0
==> sequential cells by signal, indices dropped and copies added, names as in the netlist <==
name	flops
nstate	4
pstate	4
==> power by group through the flow <==
stage                 registers (mW)  clock network [mW]  logic [mW]
after CTS                     0.0675              0.0842      0.0239
after global routing          0.0678              0.0921      0.0260
final                         0.0676              0.0822      0.0232
==> worst max-delay path by stage <==
stage                    to  slack, ns  depth (start not counted)
after CTS              busy       0.09                          4
after global routing   busy       0.07                          4
final                 valid       0.14                          3
==> cell usage after synthesis, drive strengths merged, types with 2 or more instances <==
library cell | count | area, sq um
nand2b | 8 | 52.55
dlxtn | 4 | 60.06
and2b | 2 | 15.01
o21ai | 4 | 20.01
dfxtp | 4 | 80.08
and2 | 2 | 12.51
nor2b | 5 | 31.28
a21boi | 2 | 15.02
a21oi | 7 | 35.03
buf | 13 | 90.08
nor3 | 4 | 20.02
nand2 | 7 | 26.28
nor2 | 6 | 22.52
conb | 2 | 7.510
==> critical path, stage by stage (launching register included) <==
cell             delay (ns)
dfxtp_1                0.59
and2b_1                0.26
nor3b_1                0.25
clkdlybuf4s50_1        0.51
==> area by class of cell <==
class                           count  area share, %
Clock buffer                        3          2.894
Inverter                            1         0.4823
Multi-Input combinational cell     61          43.89
Sequential cell                     8          18.33
Tap cell                           46          7.396
Timing Repair Buffer               21          27.01
Power figures rest on the tool's default switching activity, not on a simulated workload.
