==> /design/flow/design.v <==
module Mux3to1_11bit(slc, a, b, c, w);
    parameter N = 11;
    input [1:0] slc;
    input [N-1:0] a, b, c;
    output [N-1:0] w;
    assign w = (slc == 2'b00) ? a : (slc == 2'b01) ? b : (slc == 2'b10) ? c : 11'bz; 
endmodule
==> /design/flow/run.sh <==
#!/bin/bash
# OpenROAD 26Q1-2900-gdf79404cd8, Yosys 0.63+post, stock flow scripts
make -C /OpenROAD-flow-scripts/flow DESIGN_CONFIG=/design/flow/config.mk WORK_HOME=/design/flow/orfs finish
==> /design/flow/config.mk <==
export PLATFORM = sky130hd
export DESIGN_NAME = Mux3to1_11bit
export DESIGN_NICKNAME = Mux3to1_11bit
export VERILOG_FILES = /design/flow/design.v
export SDC_FILE = /design/flow/constraint.sdc
export NUM_CORES = 4
export LEC_CHECK = 1
export CORE_AREA = 10 10 70 70
export DIE_AREA = 0 0 80 80
==> /design/flow/constraint.sdc <==
current_design Mux3to1_11bit

set clk_period 1.3
set clk_io_pct 0.2

create_clock -name clk0 -period $clk_period

set non_clock_inputs [all_inputs -no_clocks]
set_input_delay [expr $clk_period * $clk_io_pct] -clock clk0 $non_clock_inputs
set_output_delay [expr $clk_period * $clk_io_pct] -clock clk0 [all_outputs]
==> Flow_metrics.wiki <==
== Run summary ==
{| class="wikitable"
! Metric !! Value
|-
| Worst hold path class || input port to primary output
|-
| Worst setup SP type || input port
|-
| Registers || 0
|-
| Vias || 437
|-
| Chip Footprint || 6400 um^2
|-
| Via count of the first global-routing pass || 437
|-
| Average detailed-routed wire length per instance || 12.9 um
|-
| Number of cells in the finished layout apart from fillers || 129
|-
| Data arrival time of the worst path || 1.00 ns
|-
| Classification of the worst setup path || input port to primary output
|-
| Number of standard cells reported by yosys || 36
|-
| Sequential element share of the synthesized area || 0%
|-
| Final period util || 96.8%
|-
| Tmin final || 1.26 ns
|-
| Power Dens Cells || 281 nW/um^2
|-
| Maximum fanout along the worst path || 1
|-
| Share of post-route cells with drive strength above 1 || 22.9%
|-
| Core box area || 3420 um^2
|-
| Area of the mapped netlist || 228 um^2
|-
| Via density per instance || 3.39
|-
| Global-route wire length before repair || 2390 um
|-
| I/O Buffers || 46
|-
| Number of cells after detailed placement || 127
|-
| Highest-count logic cell in the final layout || clkdlybuf4s50_1
|-
| Critical path endpoint category || primary output
|-
| Number of post-CTS setup repair buffers || 0
|-
| GR Overflow Total || 0
|-
| Antenna violations before repair || 0
|-
| Instance tally after logic synthesis || 36
|-
| Area delta synth->final || 251%
|-
| Length of the first detailed-routing pass in iterations || 4
|-
| WP data required || 1.04 ns
|-
| Aggregate global-route resource usage || 4.59%
|-
| Clock buffer count || 0
|-
| Synth Warn # || 1
|-
| Final core area utilization || 23.4%
|-
| Hold-fix buffer count after cts || 0
|-
| Slew Limit Fails || 0
|-
| Slew at the pin closest to its max-slew limit || 0.169 ns
|-
| Initial core utilization || 6.67%
|-
| Number of failing setup endpoints in the final timing report || 0
|-
| Horizontal die dimension || 80 um
|-
| # IOs || 46
|-
| OpenROAD warnings || 32
|-
| Number of antenna cells inserted || 0
|-
| Maximum number of pins on one net before global-route repair || 12
|-
| Count of nets left with antenna violations after detail routing || 0
|-
| Max capacitance violation total || 0
|-
| Worst-case vdd ir drop || 54.2 uV
|-
| Final RePlAce weighted congestion || 0.811
|-
| Sum of internal, switching and leakage power || 0.224 mW
|-
| Relative slew slack || 88.4%
|-
| Die Height || 80 um
|-
| Leak pwr || 0.436 nW
|-
| Cell Type Count || 7
|-
| Mean post-synth cell area || 6.33 um^2
|-
| Chip area line of the yosys report || 228 um^2
|-
| Drt total wl || 1660 um
|-
| Min Hold Slack || 0.863 ns
|-
| Sequential cell area || 0 um^2
|-
| Max Clk Rate || 794 MHz
|-
| Number of remaining DRC errors || 0
|-
| Outcome || complete, no violations
|-
| First DRT Iteration DRCs || 18
|-
| Most frequent cells in the layout || clkdlybuf4s50_1 (21), mux2i_1 (11), nand2_1 (11), buf_2 (11), dlymetal6s2s_1 (10)
|-
| Hold violation count in the final report || 0
|-
| FP Rows || 21
|}
## logic make-up (layout without fill, tap and decap cells)
logic type	Yosys count	in the layout	synth area share [%]
buffers and inverters	3	50	9.34
multiplexers	11	11	48.4
AND/OR/NAND/NOR	11	11	18.1
AND-OR/OR-AND	11	11	24.2
## routing by layer
metal	part of all wire (%)	up-vias	global-route usage, %
met4	0	0	0
li1	-	224	-
met3	15	0	1.82
met2	43	31	7.95
met5	0	-	0
met1	42	182	5.54
## where the power goes
part,switching (mW),internal (mW)
sequential,0,0
clock,0,0
combinational,0.0631,0.161
## area by class of cell
cell class | instances | area [um^2]
Timing Repair Buffer | 50 | 527
Fill cell | 365 | 2620
Multi-Input combinational cell | 33 | 214
Tap cell | 46 | 57.6
## Yosys cell counts, drive strengths merged
library cell	instances	area [um^2]
mux2i	11	110
o21ai	11	55.1
nand2	11	41.3
clkbuf	1	5.00
buf	2	16.3
## critical path, cell delays in order
cell and delay (ns):
clkdlybuf4s50_1 0.45, mux2i_1 0.07, o21ai_1 0.11, buf_2 0.11
## worst paths after layout
check   end  depth (start not counted)  start  slack (ns)
max    w[7]                          4   b[7]        0.04
min    w[9]                          4   a[9]        0.86
## repair_timing
action | CTS | global route
endpoints found under the setup margin | 11 | 7
resized | 45 | 12
pin swaps | 6 | 7
cloned | 2 | 0
## per-stage QoR
step | setup slack [ns] | setup TNS (ns) | area [um^2]
2_1_floorplan | 0.422 | 0 | 228
3_3_place_gp | -0.594 | -6.17 | 764
3_5_place_dp | -0.589 | -6.24 | 764
4_1_cts | 0.0142 | 0 | 766
5_1_grt | -0.00566 | -0.00753 | 798
6_report | 0.0413 | 0 | 798
No activity file was given, so power comes from the tool's default toggle rates.
